**design/flow/config.mk**
```make
export PLATFORM = sky130hd
export DESIGN_NAME = knight_pynq
export DESIGN_NICKNAME = knight_pynq
export VERILOG_FILES = /design/flow/design.v
export SDC_FILE = /design/flow/constraint.sdc
export NUM_CORES = 4
export LEC_CHECK = 1
export CORE_UTILIZATION = 30
```
**design/flow/constraint.sdc**
```tcl
current_design knight_pynq

set clk_period 4.2
set clk_io_pct 0.2

create_clock -name clk0 -period $clk_period [get_ports {CLK}]

set non_clock_inputs [all_inputs -no_clocks]
set_input_delay [expr $clk_period * $clk_io_pct] -clock clk0 $non_clock_inputs
set_output_delay [expr $clk_period * $clk_io_pct] -clock clk0 [all_outputs]
```
**design/flow/design.v**
```verilog
module knight_pynq (
    input  wire        CLK, RESETN,
    input  wire [31:0] CDIV,
    output reg   [3:0] LED);
    reg [31:0] count, n_count;
    reg  [2:0] pos, n_pos;
    always @ (pos) begin
        case (pos)
            3'd0: LED = 4'b0001;
            3'd1: LED = 4'b0010;
            3'd2: LED = 4'b0100;
            3'd3: LED = 4'b1000;
            3'd4: LED = 4'b0100;
            3'd5: LED = 4'b0010;
            default: LED = 4'b0000;
        endcase
    end
    always @ (CDIV, count, pos) begin
        if (count >= CDIV) begin
            n_count = 1;
            if (pos == 3'd5) begin
                n_pos   = 3'd0;
            end else begin
                n_pos   = pos + 1'b1;
            end
        end else begin
            n_count = count + 1'b1;
            n_pos   = pos;
        end
    end
    always @ (posedge CLK) begin
        if (~ RESETN) begin
            count <= 0;
            pos   <= 3'd0;
        end else begin
            count <= n_count;
            pos   <= n_pos;
        end
    end
endmodule
```
**design/flow/run.sh**
```bash
#!/bin/bash
# OpenROAD 26Q1-2900-gdf79404cd8, Yosys 0.63+post, stock flow scripts
make -C /OpenROAD-flow-scripts/flow DESIGN_CONFIG=/design/flow/config.mk WORK_HOME=/design/flow/orfs finish
```
==> metrics.cfg <==
[job]
cap_viol_max_count = 0
warnings = 25

[final_layout]
utilization_pct = 39.2
drive_gt1_share_pct = 3.68
syn2layout_area_growth_pct = 24.4

[die]
fp-row-count = 31
die_y_um = 89.7
coreArea_sq_um = 7330
pin_count = 38
die_x_um = 89.7
chipArea_sq_um = 8050
fp_util_pct = 31.5

[routing]
num_vias = 1894
first_iter_violations = 53
routed_via_density = 4.46
ant_nets = 0
wl_um = 4250
n_antenna_cell = 0
firstDrtPassIters = 4
routedWlPerCell_um = 10.0
drc = 0

[yosys]
ys_warn_count = 1
ys_chip_area_sq_um = 2310
top_cells_by_area = dfxtp_1 30%, ha_1 18%, nor2_1 6.8%
dominantRegCellSynth = dfxtp_1
edf_count = 0
async_flop_share_pct = 0
synth.distinct_cells = 33
ys_seq_share_pct = 30.3
netlist.area_leader.share_pct = 30.3
syn_avg_cell_area_sq_um = 8.10
synth-seq-cells = 35
syn_inst = 285
synth_area_sq_um = 2310
yosysTopAreaCell = dfxtp_1
ys_cells = 285

[global_route]
grt_overflow = 0
grt_pass1_vias = 1701
grt_pass1_wl_um = 7430
grt_max_degree = 29
grt_use_total_pct = 11.2
antenna_found_initial = 0

[clocking]
cts_max_level = 2
clock-sinks = 35
cts_buffers = 5
cts_tree = done
root_buffer = clkbuf_8
cts.repair.resized = 0
path_clk_slew_ns = 0.08
cts-hold-fix-buffers = 0
clkLatencyLatePin_ns = 0.29
cts_max_path_buffers = 2
cts_setup_buffers = 0

[placed_design]
io_buffers = 37
globalplace.congestion = 0.773
hpwl_um = 3390

[critical_path]
crit_start = CDIV[0]
ff2ff_setup_slack_ns = 1.48
r2r_end = count[30]$_SDFF_PP0_
setup.worst_path.end_class = register
cp.arrival_ns = 3.45
ff2ff_path_depth = 9
start_kind = input port
rr_startpoint = count[0]$_SDFF_PN0_
crit_type = input port to register
crit_fanout = 28
cp-endpoint = count[30]$_SDFF_PP0_
cp.required_ns = 4.41

[pwr]
p_per_area_nw_per_um2 = 225
p_leak_nw = 1.27
peakVddDrop_mv = 0.104

[sta]
slew_violations = 0
timing.hold.ws_ns = 0.529
min_period_over_period_pct = 77.1
finalClockSkew_ns = 0.0125
rsz0062_at_grt = false
setup_tns_ns = 0
min_period_ns = 3.24
setup-violations-final = 0
fmax_ghz = 0.309
hold_viol_final = 0
max-slew-margin-rel_pct = 63.9
tightest_slew_ns = 0.537

[outcome]
status = complete, no violations

[hold_path]
hold_class = register to register
hold_start = count[31]$_SDFF_PP0_

## worst max-delay path, stage by stage
cell and delay [ns]:
clkdlybuf4s50_1 0.40, ha_1 0.28, nand2b_1 0.15, a2111oi_2 0.36, nor4b_1 0.13, o41a_1 0.47
or3b_1 0.43, buf_4 0.25, a21oi_1 0.14
## power by group
group          switching (mW)  leakage, nW  internal, mW
clock                   0.122       0.0412         0.116
sequential            0.00306        0.282         0.334
combinational          0.0271        0.949        0.0438
total                   0.153         1.27         0.494
## cell type report
class / instances / area [sq um]
clock inverter: 2 / 12.5
clock buffer: 6 / 72.6
tap: 99 / 124
sequential: 35 / 701
multi-input combinational: 210 / 1460
inverter: 35 / 131
fill: 712 / 4460
timing repair buffer: 38 / 378
## placed cells by master, fill, tap and decap left out, types with 5 or more instances in the layout
master	n
nor2_1	42
clkdlybuf4s50_1	37
inv_1	35
dfxtp_1	35
ha_1	34
nand2_1	24
xor2_1	18
a21oi_1	13
xnor2_1	12
nand3_1	11
nand4_1	10
nor3_1	6
and3_1	6
and4_1	5
clkbuf_8	5
## flip-flops by register name, indices dropped and copies added (netlist names)
signal / flops
count: 32
pos: 3
## kinds of logic after synthesis
family	synth area share, %
AND-OR/OR-AND	8.02
XOR/XNOR	11.4
adder cells (fa/ha/maj)	18.4
buffers and inverters	6.66
flip-flops	30.3
multiplexers	0.867
AND/OR/NAND/NOR	24.3
## layer usage
| metal | track usage (%) | vias to the layer above | wire [um] |
|---|---|---|---|
| li1 | - | 1046 | - |
| met3 | 2.75 | 6 | 188 |
| met4 | 1.23 | 0 | 48 |
| met1 | 16.5 | 816 | 2230 |
| met5 | 0 | - | 0 |
| met2 | 17.4 | 26 | 1780 |
## synth_stat cells, types with 2 or more instances
cell type  instances
nor3_1             6
o21a_1             2
xor2_1            18
nor2b_1            2
ha_1              34
buf_2              3
nand4_1           10
a21oi_1           13
clkbuf_1           2
and2_1             2
inv_1             35
a21boi_0           2
nand3b_1           2
nand2_1           24
nor2_1            42
mux2i_1            2
and3_1             6
and4_1             5
a221oi_1           2
xnor2_1           12
or2_2              2
dfxtp_1           35
nand3_1           11
o21ai_0            4
## metrics by stage
stage          setup WS (ns)  instances  total power [mW]  instance area, sq um
2_1_floorplan           1.36        285             0.378                  2310
3_3_place_gp           0.739        417             0.416                  2790
3_5_place_dp           0.673        417             0.417                  2790
4_1_cts                0.943        425             0.652                  2870
5_1_grt                0.827        425             0.677                  2870
6_report               0.961        425             0.646                  2870
## how the worst min path moves through the flow
stage	end	slack, ns	depth (start not counted)
finish	count[31]$_SDFF_PP0_	0.53	2
global route	count[31]$_SDFF_PP0_	0.57	2
CTS	count[31]$_SDFF_PP0_	0.53	2
Power and IR drop assume default switching activity.
