==> flow/config.mk <==
export PLATFORM = sky130hd
export DESIGN_NAME = blink_pynq
export DESIGN_NICKNAME = blink_pynq
export VERILOG_FILES = /design/flow/design.v
export SDC_FILE = /design/flow/constraint.sdc
export NUM_CORES = 4
export LEC_CHECK = 1
export CORE_UTILIZATION = 40
==> flow/constraint.sdc <==
current_design blink_pynq

set clk_period 3.7
set clk_io_pct 0.2

create_clock -name clk0 -period $clk_period [get_ports {CLK}]

set non_clock_inputs [all_inputs -no_clocks]
set_input_delay [expr $clk_period * $clk_io_pct] -clock clk0 $non_clock_inputs
set_output_delay [expr $clk_period * $clk_io_pct] -clock clk0 [all_outputs]
==> flow/design.v <==
module blink_pynq (
    input  wire        CLK, RESETN,
    input  wire [31:0] CDIV,
    output reg   [3:0] LED);
    reg [31:0] count, n_count;
    reg  [3:0] n_led;
    always @ (CDIV, count, LED) begin
        if (count >= CDIV) begin
            n_count = 1;
            n_led   = ~ LED;
        end else begin
            n_count = count + 1'b1;
            n_led   = LED;
        end
    end
    always @ (posedge CLK) begin
        if (~ RESETN) begin
            count <= 0;
            LED   <= 4'b1001;
        end else begin
            count <= n_count;
            LED   <= n_led;
        end
    end
endmodule
==> flow/run.sh <==
#!/bin/bash
# OpenROAD 26Q1-2900-gdf79404cd8, Yosys 0.63+post, stock flow scripts
make -C /OpenROAD-flow-scripts/flow DESIGN_CONFIG=/design/flow/config.mk WORK_HOME=/design/flow/orfs finish
==> results.txt <==
Implementation results.

The hold-fix buffer count after cts is 0. The tree is rooted in a clkbuf_8. Entering global routing, the biggest net connects 31 pins.

The worst voltage drop across the vdd grid is 164 µV. The slew check shows that the tightest pin keeps a relative margin of 67.9%. The summed standard-cell area reported by yosys is 2350 µm². Once detailed placement completed, the half-perimeter wirelength came to 3.39 mm.

The antenna diode count is 0. The portion of the clock cycle consumed by the worst path in the final layout is 77.8%. The number of setup buffers added after CTS is 0. The final hold violation count is 0. Using the TritonRoute via totals, the vias-per-cell ratio works out to 4.76.

The number of slew-limit violations in the final report is 0. The number of different library cells in the post-synthesis netlist is 36. After synthesis, flip-flops and latches occupy 30.7% of the total area.

The post-place instance area is 2790 µm². The count of yosys warnings during synthesis is 1. The via count of the first global-routing pass is 1773.

The antenna violation net count after detailed routing is 0. The transition at the pin with the smallest max-transition slack is 478 ps. Setup repair after global routing left no endpoint under its margin. The flip-flop cell with the highest count after synthesis is dfxtp_1. Subtracting the final worst setup slack from the clock period gives 2880 ps. At the worst endpoint, the required time is 3860 ps. The initial antenna violation count is 0.

The placer's final routability congestion estimate is 0.784. The max-cap violation count is 0. The share of the core filled with cells in the final layout is 51.4%. By count the netlist is led by 36 x dfxtp_1, 34 x inv_1, 34 x nor2_1, 33 x ha_1, 25 x xor2_1.

The worst path arrival time is 3040 ps. The CTS clock-pin slew for the worst setup and hold paths is 70 ps. Summed over all cells, the static leakage comes to 1.36 nW. In the post-route report, total wirelength is listed as 4.40 mm.

The die is 78.7 µm wide. The final routed wire length divided by cell count is 11.2 µm. Of all nets on the critical path, the largest fanout is 30. The number of warnings in the stage logs is 25. TritonCTS built the clock tree. The final setup violation count is 0. The region available for standard cell placement spans 5570 µm². The signal on the critical path passes through clkdlybuf4s50_1 -> inv_1 -> ha_1 -> nand4_1 -> or3_1 -> nand3b_1 -> a31o_1 -> nand3_1 -> buf_4 -> nor2_1. The report lists the number of standard-cell rows as 27. Setup total negative slack on the finished layout was measured at 0 ps.

The layout stage reports a final design area of 2870 µm². The share of post-route cells with drive strength above 1 is 4.70%. The I/O pin count is 38. The via count of the routed design is 1863.

The critical path contains buffers and inverters numbering 3 combined. The global route stage reports its total congestion overflow as 0. On the final layout, the worst clock skew is 6.15 ps. The total global-route track usage is 16.1%. The worst-case setup slack after placement is 510 ps. The TritonCTS buffer count is 5. The maximum achievable frequency is 0.347 GHz. After synthesis the cells add up to 2350 µm².

The nature of the critical path endpoint is a register. The class of the most critical setup path is in2reg. The count of instantiated cells in the yosys netlist is 279. The worst hold path belongs to the class reg2reg.

The synthesis report lists the most area-consuming cells as dfxtp_1 31%, ha_1 18%, xor2_1 9.3%, inv_1 5.4%, nor2_1 5.4%. The synthesized netlist handed to floorplanning was reported with a cell count of 279. The number of storage elements in the synthesis netlist is 36. The first global-routing pass estimated 7.89 mm of wire.

The number of iterations in the first detailed-routing pass is 4. The timing report shows that the slowest cell on the worst path is clkdlybuf4s50_1. The top cell family by delay on the critical path is simple AND/OR/NAND/NOR gates. In this run, the number of DRC markers left after iteration 0 of detailed routing was 75.

Fill cells in the final layout number 534. After synthesis, the share of flip-flops with an asynchronous set or reset is 0%. In the floorplan report the effective utilization is 42.2%. The area growth from synthesis to layout is 21.9%. The chip area is 6190 µm². Among all cell types in the netlist, the one instantiated most often is dfxtp_1. The worst setup path is launched from a primary input. The number of synthesized flops with an enable pin is 0.

The DRC violation total left in the routed layout is recorded as 0. The number of gates resized after CTS was 0. The count of input and output buffers is 37. The cell type with the largest total area is dfxtp_1. The skew report gives the latency at the later pin of the worst-skew pair as 280 ps.

For this design, the sink count on the clock tree is 36. Power spread over the standard cell area amounts to 254 nW/µm². The portion of synthesized cell area occupied by the leading cell type is 30.7%.

The post-route total power is 0.729 mW. The average cell area after synthesis is 8.43 µm². Per the OpenROAD floorplan log, the height of the die is 78.7 µm. In this run the deepest clock path goes through 2 buffers. The H-tree was split into 2 levels. The flow ran to the end, and the final reports show no timing, DRC or antenna violations. The worst-case setup margin in the final layout is 820 ps. Per STA, the highest per-stage delay on the worst path measures 450 ps.
==> layer usage <==
metal	up-vias	wire length, µm	track usage (%)
li1	1026	-	-
met1	808	2450	25.9
met2	24	1760	24.2
met3	5	139	2.01
met4	0	48	2.04
met5	-	0	0
==> kinds of logic (layout without fill, tap and decap cells) <==
logic type / Yosys count / after routing / synth area share [%]
compound gates: 29 / 29 / 7.24
xor+xnor: 30 / 30 / 11.2
fa+ha+maj: 33 / 33 / 17.6
buf+inv: 39 / 79 / 6.71
flops: 36 / 36 / 30.7
mux: 2 / 2 / 0.852
simple gates: 110 / 110 / 25.8
==> sequential cells by signal, indices dropped and copies added, names as in the netlist <==
| name | count |
|---|---|
| LED | 4 |
| count | 32 |
==> worst min-delay path, cell delays in order, from the launching register on <==
cell and delay (ps):
dfxtp_1 320, nand2_1 60, mux2i_1 50
==> cells in the final DEF (no fill, tap or decap) <==
cell type	netlist	final
clkdlybuf4s50_1	0	37
dfxtp_1	36	36
inv_1	34	34
nor2_1	34	34
ha_1	33	33
xor2_1	25	25
nand2_1	23	23
a21oi_1	17	17
nand3_1	14	14
nand4_1	8	8
o21ai_0	6	6
nand2b_1	5	5
and4_1	5	5
xnor2_1	5	5
clkbuf_8	0	5
nor2b_1	4	4
and3_1	3	3
and2_1	2	2
nand4_2	2	2
nor4_4	2	2
mux2i_1	2	2
nor4_1	1	1
a2111o_1	1	1
a32oi_1	1	1
or3_1	1	1
nand3b_1	1	1
a31o_1	1	1
a221oi_1	1	1
o211a_1	1	1
and3_2	1	1
and2_4	1	1
and4_4	1	1
nand4_4	1	1
nor3_1	1	1
a21boi_1	1	1
clkinv_2	0	1
clkbuf_1	1	1
buf_4	0	1
==> report_power, final <==
part	switching [mW]	total, mW	leakage (nW)	internal (mW)
registers	0.00338	0.394	0.291	0.390
clock network	0.127	0.255	0.0410	0.128
logic	0.0319	0.0807	1.03	0.0488
total	0.162	0.729	1.36	0.567
==> path summary, 6_finish.rpt <==
check             slack [ps]        end  cells past startpoint  startpoint
hold reg to reg          480     LED[1]                      2      LED[1]
hold / removal           480     LED[1]                      2      LED[1]
setup / recovery         820  count[31]                     10    CDIV[29]
setup reg to reg        1370  count[31]                      9    count[0]
==> layout make-up <==
class                   instances  area (µm²)  area share [%]
clock inverters                 1        5.00           0.175
flip-flops and latches         36         721            25.1
clock buffers                   6        72.6            2.53
multi-input cells             204        1470            51.4
repair buffers                 38         378            13.2
well taps                      72        90.1            3.14
inverters                      34         128            4.45
==> through the flow <==
stage	cells	hold slack, ps
2_1_floorplan	279	433
3_3_place_gp	384	458
3_5_place_dp	384	470
4_1_cts	391	477
5_1_grt	391	516
6_report	391	477
Power is estimated from default activity; no workload was simulated.
